**/design/flow/run.sh**
```bash
#!/bin/bash
# OpenROAD 26Q1-2900-gdf79404cd8, Yosys 0.63+post, stock flow scripts
make -C /OpenROAD-flow-scripts/flow DESIGN_CONFIG=/design/flow/config.mk WORK_HOME=/design/flow/orfs finish
```
**/design/flow/config.mk**
```make
export PLATFORM = sky130hd
export DESIGN_NAME = top
export DESIGN_NICKNAME = top
export VERILOG_FILES = /design/flow/design.v
export SDC_FILE = /design/flow/constraint.sdc
export NUM_CORES = 4
export LEC_CHECK = 1
export CORE_UTILIZATION = 30
```
**/design/flow/constraint.sdc**
```tcl
current_design top

set clk_period 7.6
set clk_io_pct 0.2

create_clock -name clk0 -period $clk_period [get_ports {mclk}]

set non_clock_inputs [all_inputs -no_clocks]
set_input_delay [expr $clk_period * $clk_io_pct] -clock clk0 $non_clock_inputs
set_output_delay [expr $clk_period * $clk_io_pct] -clock clk0 [all_outputs]
```
**/design/flow/design.v**
```verilog
`timescale 1ns / 1ps
module BCDConvert(
    input           clk,
    input           en,
    input   [11:0]  bin_d_in,
    output  [15:0]  bcd_d_out,
    output          rdy
    );
    parameter IDLE      = 3'b000;
    parameter SETUP     = 3'b001;
    parameter ADD       = 3'b010;
    parameter SHIFT     = 3'b011;
    parameter DONE      = 3'b100;
    reg [27:0]  bcd_data    = 0;
    reg [2:0]   state       = 0;
    reg         busy        = 0;
    reg [3:0]   sh_counter  = 0;
    reg [1:0]   add_counter = 0;
    reg         result_rdy  = 0;
    always @(posedge clk)
        begin
        if(en)
            begin
                if(~busy)
                    begin
                    bcd_data    <= {16'b0, bin_d_in};
                    state       <= SETUP;
                    end
            end
        case(state)
            IDLE:
                begin
                    result_rdy  <= 0;
                    busy        <= 0;
                end
            SETUP:
                begin
                busy        <= 1;
                state       <= ADD;
                end
            ADD:
                begin
                case(add_counter)
                    0:
                        begin
                        if(bcd_data[15:12] > 4)
                            begin
                                bcd_data[27:12] <= bcd_data[27:12] + 3;
                            end
                            add_counter <= add_counter + 1;
                        end
                    1:
                        begin
                        if(bcd_data[19:16] > 4)
                            begin
                                bcd_data[27:16] <= bcd_data[27:16] + 3;
                            end
                            add_counter <= add_counter + 1;
                        end
                    2:
                        begin
                        if(bcd_data[23:20] > 4)
                            begin
                                bcd_data[27:20] <= bcd_data[27:20] + 3;
                            end
                            add_counter <= add_counter + 1;
                        end
                    3:
                        begin
                        if(bcd_data[27:24] > 4)
                            begin
                                bcd_data[27:24] <= bcd_data[27:24] + 3;
                            end
                            add_counter <= 0;
                            state   <= SHIFT;
                        end
                    endcase
                end
            SHIFT:
                begin
                sh_counter  <= sh_counter + 1;
                bcd_data    <= bcd_data << 1;
                if(sh_counter == 11)
                    begin
                    sh_counter  <= 0;
                    state       <= DONE;
                    end
                else
                    begin
                    state   <= ADD;
                    end
                end
            DONE:
                begin
                result_rdy  <= 1;
                state       <= IDLE;
                end
            default:
                begin
                state <= IDLE;
                end
            endcase
        end
    assign bcd_d_out    = bcd_data[27:12];
    assign rdy          = result_rdy;
endmodule
`timescale 1ns / 1ps
module example_count(
	 input				clk,
	 output				done,
	 output	[11:0]	bin_cnt
    );
parameter c_reg_size = 34;
reg [c_reg_size - 1:0]	count = 0;
reg 							fin	= 0;
reg 							old_b	= 0;
always @(posedge clk)
	begin
	count <= count + 1;
	if((old_b && !count[c_reg_size - 12]) || (!old_b && count[c_reg_size - 12]))
		begin
		fin <= 1;
		end
	else
		begin
		fin <= 0;
		end
	old_b <= count[c_reg_size - 12];
	end
assign bin_cnt = count[c_reg_size - 1: c_reg_size - 12];
assign done		= fin;
endmodule
`timescale 1ns / 1ps
module multi_seg_drive(
    input 			clk,
    input [15:0]	bcd_in,
	 output [3:0]	sseg_a_o,
	 output [7:0]	sseg_c_o
    );
parameter g_s = 5;
parameter gt  = 4;
wire [7:0] 	sseg_o;
reg [3:0] 	anode 	= 4'b0001;
reg [3:0] 	bcd_seg	= 4'b0000;
reg [g_s - 1:0]	g_count	= 0;
ss_decode ss_dec(
	 .clk(clk),
	 .BCD(bcd_seg),
	 .sseg_o(sseg_o)
	 );
always @(posedge clk)
	begin
	g_count = g_count + 1;
		if(g_count == 0)
			begin
			if(anode == 4'b0001)
				begin
				anode = 4'b1000;
				end
			else
				begin
				anode		= anode >> 1;
				end
			end
		if(&g_count[g_s - 1:gt])
			begin
			case(anode)
				4'b1000: bcd_seg	= bcd_in[15:12];
				4'b0100: bcd_seg	= bcd_in[11:8];					
				4'b0010: bcd_seg	= bcd_in[7:4];
				4'b0001: bcd_seg	= bcd_in[3:0];			
				default:	bcd_seg	= 4'b1111;
				endcase
			end
		else
			begin
			bcd_seg	= 4'b1111;
			end
	end
assign sseg_a_o = ~anode;
assign sseg_c_o = sseg_o;
endmodule
`timescale 1ns / 1ps
module ss_decode(
    input 			clk,
    input [3:0]	BCD,
	 output [7:0]	sseg_o
    );
	reg [7:0]	sseg = 8'b11111111;
	always @(posedge clk)
		begin
			case(BCD)
				4'b0000: sseg <= 8'b11000000; 
				4'b0001: sseg <= 8'b11111001; 
				4'b0010: sseg <= 8'b10100100; 
				4'b0011: sseg <= 8'b10110000; 
				4'b0100: sseg <= 8'b10011001; 
				4'b0101: sseg <= 8'b10010010; 
				4'b0110: sseg <= 8'b10000010; 
				4'b0111: sseg <= 8'b11111000; 
				4'b1000: sseg <= 8'b10000000; 
				4'b1001: sseg <= 8'b10010000; 
				default sseg <= 8'b11111111;
				endcase
		end
assign sseg_o = sseg;
endmodule
`timescale 1ns / 1ps
module top(
    input mclk,
	 output wire 	[7:0] seg,
	 output wire	[3:0] an
    );
reg [15:0]	stat_bcd = 16'b0;
wire			en;
wire [11:0] bin_d_in;
wire [15:0] bcd_d_out;
wire 			rdy;
example_count EC_0(
	 .clk(mclk),
	 .done(en),
	 .bin_cnt(bin_d_in)
    );
BCDConvert BCDConv_0(
    .clk(mclk),
    .en(en),
    .bin_d_in(bin_d_in),
    .bcd_d_out(bcd_d_out),
    .rdy(rdy)
    );
multi_seg_drive MSD_0(
    .clk(mclk),
    .bcd_in(stat_bcd),
	 .sseg_a_o(an),
	 .sseg_c_o(seg)
    );
always @(posedge mclk)
	begin
	if(rdy)
		begin
		stat_bcd <= bcd_d_out;
		end
	end
endmodule
```
==> impl_metrics.csv <==
group,metric,value,unit
setup_path,startpoint_type,"flop",
final_timing,setup_violations,0,
final_timing,rsz0062_at_grt,"no",
route,avgRoutedWirePerCell,13.4,um
die,die_y,141,um
setup_path,worstPathBufferInverterCount,2,
synthesis,aoi_share,17.8,%
global_routing,grt_busiest_layer,"met1",
global_routing,grt_pass1_vias,4135,
synthesis,syn_avg_cell_area,8.75,sq um
synthesis,yosysSeqAreaShare,44.2,%
route,antennaDiodeCount,0,
die,die-area,20000,sq um
synthesis,simple_gate_share,21.0,%
die,initial_core_util,30.9,%
setup_path,arrival,1.56,ns
placement,place_inst,904,
power,power_switching,0.000236,W
run,maxCapViolCount,0,
die,chipWidth,141,um
final_timing,period_needed,3.08,ns
synthesis,flop_cell,"dfxtp_1",
synthesis,ys_ff,111,
synthesis,yosys.cell_types.count,67,
clock_network,cts_root_buf,"clkbuf_16",
route,drt_pass1_iterations,6,
synthesis,synth_area,5820,sq um
die,pin_count,13,
power,p_per_area,167,nW/um^2
clock_network,cts_buffers,9,
global_routing,gr-usage-met3,2.96,%
cells_and_area,fillers,1902,
setup_path,r2r_start,"BCDConv_0.state[1]$_DFF_P_",
setup_path,critPathTopFamily,"buffers and inverters",
placement,dp_slack,4.85,ns
final_timing,setup_ws,4.52,ns
placement,io_buffers,11,
min_path,worstHoldStart,"EC_0.count[22]$_DFF_P_",
setup_path,r2r_end,"BCDConv_0.bcd_data[23]$_DFF_P_",
clock_network,htree_levels,3,
synthesis,xor_share,7.23,%
synthesis,async_flop_share,0,%
synthesis,ys_cells,665,
cells_and_area,area_growth,10.6,%
global_routing,grt_pass1_wl,20400,um
final_timing,tightest_slew,0.751,ns
clock_network,cts_buffer_depth,2,
die,core-area,18800,sq um
global_routing,grt_usage,13.0,%
global_routing,overflow,0,
setup_path,worstSetupEndpointType,"primary output",
setup_path,worstSetupPathType,"flop to primary output",
min_path,hold_path_depth,0,
cells_and_area,drive_gt1_share,5.61,%
setup_path,critPathRequiredTime,6.08,ns
cells_and_area,mi_logic_area,2950,sq um
global_routing,met1_usage,20.1,%
synthesis,synth_warnings,5,
power,combPwrFrac,0,%
final_timing,hold_violations,0,
global_routing,antenna_found_initial,0,
final_timing,period_used_share,40.5,%
setup_path,regToRegSetupSlack,4.80,ns
clock_network,ctsResizeCount,0,
synthesis,syn_inst,665,
final_timing,fin_skew,0.0106,ns
placement,place_hpwl,8470,um
power,switching_share,21.9,%
power,p_seq_share,56.4,%
synthesis,yosys.stat.chipArea,5820,sq um
route,via_count,4594,
global_routing,met2_usage,19.2,%
setup_path,r2r_cells,7,
setup_path,max_stage_delay,0.47,ns
cells_and_area,register_area,2570,sq um
synthesis,edf_count,35,
power,p_int,0.000840,W
clock_network,clk_pin_slew,0.08,ns
power,p_leak,2.04,nW
clock_network,cts_setup_buffers,0,
min_path,hold_path.class,"flop to flop",
status,status,"complete, no violations",
route,via_per_inst,4.99,
cells_and_area,layout.cells.non_filler,920,
power,max-vdd-ir-drop,114,uV
final_timing,tns,0,ns
synthesis,mux_share,0.366,%
global_routing,grt_start_max_net_pins,28,
clock_network,cts_tree,"built",
final_timing,finalMaxSlewViolations,0,
route,drc,0,
synthesis,netlist_logic_family_top,"simple AND/OR/NAND/NOR gates",
clock_network,insertion_delay,0.36,ns
setup_path,cp_max_fo,8,
route,drt_iter0_drc,327,
final_timing,fmax,325,MHz
final_timing,slew_headroom,49.9,%
run,log.warning_count,36,
die,rows,50,
route,routed_wl,12300,um
clock_network,cts.sinks,111,
synthesis,ys_sh_adder,4.30,%
placement,finalWeightedCongestion,0.890,
setup_path,worstPathCellList,"clkinv_1 > clkdlybuf4s50_1",
power,p_clk_share,43.6,%
clock_network,hold_buffers,0,
route,antenna_left,0,
min_path,min_to,"EC_0.old_b$_DFF_P_",
cells_and_area,most-common-layout-cells,"76 x dfxtp_1, 76 x nand2_1, 59 x nor2_1, 43 x nand3_1, 42 x o21ai_0",
setup_path,cp_slowest_cell,"dfxtp_1",
==> power groups by stage <==
stage / Clock, W / Sequential [W] / Combinational (W)
6_report: 0.000469 / 0.000606 / 0.00000000938
4_1_cts: 0.000486 / 0.000606 / 0.0000000149
5_1_grt: 0.000510 / 0.000606 / 0.0000000588
==> Yosys cell counts (all sizes together) (3+ instances only) <==
cell type | instances | share of area [%]
a21o | 3 | 0.39
nand4 | 12 | 1.3
a221o | 4 | 0.69
a22o | 4 | 0.60
buf | 12 | 1.1
dfxtp | 76 | 26
nand3 | 44 | 3.9
xor2 | 13 | 2.0
inv | 34 | 2.2
nor2b | 5 | 0.54
clkbuf | 26 | 1.7
nor2 | 62 | 4.2
and3 | 8 | 0.86
or3 | 6 | 0.73
a31oi | 14 | 1.5
xnor2 | 35 | 5.3
nor3 | 14 | 1.2
nand2b | 10 | 1.1
nand2 | 78 | 5.1
a21oi | 33 | 2.9
o311ai | 4 | 0.60
ha | 20 | 4.3
o21ai | 42 | 3.6
a221oi | 6 | 0.90
a211oi | 7 | 0.90
o211ai | 8 | 1.0
nor4 | 5 | 0.80
a22oi | 7 | 0.90
edfxtp | 35 | 18
==> registers in the layout (all words and copies together), names as in the netlist, 2 cells and up <==
signal and count:
BCDConv_0.sh_counter 4, EC_0.count 34, BCDConv_0.bcd_data 28, BCDConv_0.add_counter 2
MSD_0.g_count 5, BCDConv_0.state 3, MSD_0.anode 4, stat_bcd 16
MSD_0.bcd_seg 4, MSD_0.ss_dec.sseg 7
==> layout make-up <==
| class | instances | area share [%] |
|---|---|---|
| repair buffers | 17 | 2.41 |
| clock buffers | 9 | 3.50 |
| multi-input cells | 481 | 45.9 |
| well taps | 260 | 5.06 |
| flip-flops and latches | 111 | 40.0 |
| inverters | 35 | 2.04 |
| clock inverters | 7 | 1.11 |
==> kinds of logic (layout without fill, tap and decap cells) <==
group / Yosys count / after routing
buffers and inverters: 73 / 68
AND-OR/OR-AND: 156 / 156
flip-flops: 111 / 111
adder cells (fa/ha/maj): 20 / 20
multiplexers: 2 / 2
other: 1 / 1
AND/OR/NAND/NOR: 254 / 254
XOR/XNOR: 48 / 48
==> how the worst max path moves through the flow <==
stage / to / start / cells past startpoint / slack [ns]
CTS: an[3] / MSD_0.anode[3]$_DFF_P_ / 2 / 4.52
global route: an[3] / MSD_0.anode[3]$_DFF_P_ / 2 / 4.45
finish: an[3] / MSD_0.anode[3]$_DFF_P_ / 2 / 4.52
==> through the flow <==
step | utilization [%] | hold WS, ns | cell area, sq um | power, W
final | 34.2 | 0.419 | 6430 | 0.00108
after global routing | 34.2 | 0.445 | 6430 | 0.00112
after CTS | 34.2 | 0.418 | 6430 | 0.00109
after detailed placement | 32.6 | 0.411 | 6140 | 0.000620
after global placement | 32.6 | 0.411 | 6140 | 0.000620
after floorplan | - | 0.393 | 5820 | 0.000621
==> per-layer routing <==
metal / wire (um) / part of all wire [%]
met5: 0 / 0
met4: 200 / 1.6
met3: 692 / 5.6
met2: 5360 / 44
met1: 6070 / 49
Power and IR drop assume default switching activity.
